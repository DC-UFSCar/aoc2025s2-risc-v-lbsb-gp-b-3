## design/flow/design.v

```verilog
module mem (
  input  logic        clk, we,
  input  logic [31:0] a, wd,
  output logic [31:0] rd,
  input  logic  [3:0] wm);  
  logic  [31:0] RAM [0:255];
  initial
    $readmemh("riscv.hex", RAM);
  assign rd = RAM[a[31:2]];  
  always_ff @(posedge clk)
    if (we) begin
      if (wm[0]) RAM[a[31:2]][7:0]   <= wd[7:0];
      if (wm[1]) RAM[a[31:2]][15:8]  <= wd[15:8];
      if (wm[2]) RAM[a[31:2]][23:16] <= wd[23:16];
      if (wm[3]) RAM[a[31:2]][31:24] <= wd[31:24];
    end
endmodule
```

## design/flow/run.sh

```bash
#!/bin/bash
# OpenROAD 26Q1-2900-gdf79404cd8, Yosys 0.63+post, stock flow scripts
make -C /OpenROAD-flow-scripts/flow DESIGN_CONFIG=/design/flow/config.mk WORK_HOME=/design/flow/orfs finish
```

## design/flow/config.mk

```make
export PLATFORM = sky130hd
export DESIGN_NAME = mem
export DESIGN_NICKNAME = mem
export VERILOG_FILES = /design/flow/design.v
export SDC_FILE = /design/flow/constraint.sdc
export NUM_CORES = 4
export LEC_CHECK = 1
export CORE_UTILIZATION = 30
export SYNTH_HDL_FRONTEND = slang
export SYNTH_MEMORY_MAX_BITS = 65536
```

## design/flow/constraint.sdc

```tcl
current_design mem

set clk_period 46.6
set clk_io_pct 0.2

create_clock -name clk0 -period $clk_period [get_ports {clk}]

set non_clock_inputs [all_inputs -no_clocks]
set_input_delay [expr $clk_period * $clk_io_pct] -clock clk0 $non_clock_inputs
set_output_delay [expr $clk_period * $clk_io_pct] -clock clk0 [all_outputs]
```

==> results.sh <==
# flow metrics
export IMPL_grt_max_degree=122
export IMPL_worstPathMaxFanout=48
export IMPL_gp_congestion=0.840
export IMPL_clkSinkCount=8192
export IMPL_htreeDepth=6
export IMPL_period_used_pct=56.1
export IMPL_viasPerCell=5.04
export IMPL_setup_viol=0
export IMPL_crit_cells=14
export IMPL_wl_um=789000
export IMPL_min_delay_path_depth=1
export IMPL_maxSlewViolCount=0
export IMPL_syn_mean_instance_area_um2=22.2
export IMPL_fin_crit_ns=26.14
export IMPL_worst_pin_slew_ns=1.34
export IMPL_synth_seq_cells=8192
export IMPL_min_to="RAM[34][18]$_DFFE_PP_"
export IMPL_vias=145832
export IMPL_cts_made_buffers=815
export IMPL_p_leak_nw=105
export IMPL_grt_total_usage_pct=16.0
export IMPL_pin_count=102
export IMPL_syn_cell_area_mm2=0.312
export IMPL_critical_path_top_delay_family="buffers and inverters"
export IMPL_mostFrequentLayoutCells="8192 x edfxtp_1, 2048 x mux4_2, 1040 x nor2_1, 1024 x a22oi_1, 837 x clkbuf_16"
export IMPL_syn_inst=14047
export IMPL_utilization_pct=34.3
export IMPL_yosys_cells=14047
export IMPL_cp_slowest_cell="o41ai_1"
export IMPL_tns_ns=0
export IMPL_lay_top_count="edfxtp_1"
export IMPL_maxSlewHeadroom_pct=10.4
export IMPL_core_region_area_mm2=1.04
export IMPL_root_buffer="clkbuf_16"
export IMPL_status="finished clean"
export IMPL_grt_pass1_vias=162257
export IMPL_antenna_found_initial=36
export IMPL_hold_violations=0
export IMPL_rows=374
export IMPL_power_density_mw_per_mm2=42.0
export IMPL_drc=0
export IMPL_die_area_mm2=1.05
export IMPL_hold_start="wd[18]"
export IMPL_ir_worst_vdd_mv=0.0452
export IMPL_postSynthSeqShare_pct=78.8
export IMPL_path_clk_slew_ns=0.06
export IMPL_port_buffers=77
export IMPL_grt_pass1_wl_um=1130000
export IMPL_drv_cap=0
export IMPL_cp_cell_sequence="buf_16, buf_4, buf_4, buf_4, buf_4, buf_4, buf_4, mux4_2, a22oi_1, a21oi_1, o41ai_1, buf_4, nand4_1, clkdlybuf4s50_1"
export IMPL_largest_reg_flops=8192
export IMPL_cts_resized=0
export IMPL_endpoint_kind="primary output"
export IMPL_cts_hold_buf=0
export IMPL_rsz0062_at_grt="false"
export IMPL_crit_buf_inv=9
export IMPL_hpwl_um=461000
export IMPL_dr_first_iter_drc_count=9594
export IMPL_holdCritPathClass="in2reg"
export IMPL_syn_to_final_growth_pct=13.9
export IMPL_post_cts_repair_setup_buffers=0
export IMPL_clockBufferDepth=4
export IMPL_warnings=79
export IMPL_crit_top_cell="buf_4"
export IMPL_chipHeight_um=1020
export IMPL_cts_tree="yes"
export IMPL_yosys_area_mm2=0.312
export IMPL_chipWidth_um=1020
export IMPL_max_clock_freq_mhz=38.2
export IMPL_antenna_left=0
export IMPL_yosys_warnings=0
export IMPL_floorplan_core_util_pct=30.1
export IMPL_worst_setup_path_type="in2out"
export IMPL_cpPeakStageDelay_ns=1.06
export IMPL_synth_cell_types=19
export IMPL_top_area_cell="edfxtp_1"
export IMPL_drtPass1Iterations=9
export IMPL_drive_gt1_share_pct=24.7
export IMPL_grt_overflow_total=0
export IMPL_routedWlPerCell_um=27.3
export IMPL_topCellsByArea="edfxtp_1 79%, mux4_2 15%, a22oi_1 2.5%"
export IMPL_top_area_share_pct=78.8
export IMPL_required_ns=37.28
export IMPL_crit_arrival_ns=16.82
export IMPL_crit_path_start_kind="primary input"
-- area by class of cell --
| cell class | count | area, µm² |
|---|---|---|
| Sequential cell | 8192 | 246000 |
| Antenna cell | 39 | 97.6 |
| Multi-Input combinational cell | 4924 | 62700 |
| Clock buffer | 1060 | 21800 |
| Timing Repair Buffer | 588 | 4950 |
| Clock inverter | 422 | 3100 |
| Tap cell | 13724 | 17200 |
| Fill cell | 94078 | 682000 |
-- kinds of logic after synthesis --
| logic type | after synthesis | share of synthesized area, % |
|---|---|---|
| and+or+nand+nor | 1212 | 1.51 |
| muxes | 2048 | 14.8 |
| buffers and inverters | 931 | 1.31 |
| DFF | 8192 | 78.8 |
| AOI/OAI and AO/OA | 1664 | 3.64 |
-- where the power goes --
part           total (mW)  internal (mW)  switching [mW]  leakage, nW
Clock                6.16           3.47            2.69         12.2
Combinational       0.675          0.229           0.446         19.5
Sequential           8.12           8.12         0.00175         73.6
Total                14.9           11.8            3.14          105
-- synthesized netlist by cell type, drive strengths merged --
cell type,number
edfxtp,8192
mux4,2048
nor2,1042
a22oi,1024
clkbuf,617
a21oi,512
buf,314
o41ai,128
nand2,103
nand4,32
nand3,8
nor2b,8
and2,7
nand2b,6
nor3,4
or2,2
-- per-layer routing --
| metal | routed length [µm] | up-vias | track usage [%] |
|---|---|---|---|
| met1 | 249000 | 75261 | 17.2 |
| met5 | 1550 | - | 0.989 |
| met2 | 373000 | 8289 | 24.2 |
| li1 | - | 60854 | - |
| met4 | 29500 | 77 | 4.87 |
| met3 | 136000 | 1351 | 12.8 |
-- how the worst max path moves through the flow --
stage	from	to	slack [ns]
4_1_cts	a[2]	rd[7]	20.40
5_1_grt	a[2]	rd[7]	19.88
6_report	a[2]	rd[7]	20.46
-- per-stage QoR --
| stage | cells | setup WS [ns] | power (mW) | area, µm² | hold WS (ns) |
|---|---|---|---|---|---|
| floorplan | 14047 | 26.02 | 8.62 | 312000 | 9.42 |
| global placement | 27428 | 20.37 | 8.95 | 331000 | 9.75 |
| detailed placement | 27428 | 20.43 | 8.96 | 331000 | 9.76 |
| CTS | 28910 | 20.40 | 15.1 | 356000 | 8.54 |
| global route | 28920 | 19.88 | 15.4 | 356000 | 8.59 |
| finish | 28949 | 20.46 | 14.9 | 356000 | 8.61 |
No activity file was given, so power comes from the tool's default toggle rates.
